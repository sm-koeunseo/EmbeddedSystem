$ cat flow/run.sh
#!/bin/bash
# OpenROAD 26Q1-2900-gdf79404cd8, Yosys 0.63+post, stock flow scripts
make -C /OpenROAD-flow-scripts/flow DESIGN_CONFIG=/design/flow/config.mk WORK_HOME=/design/flow/orfs finish
$ cat flow/config.mk
export PLATFORM = sky130hd
export DESIGN_NAME = CodeDetector
export DESIGN_NICKNAME = CodeDetector
export VERILOG_FILES = /design/flow/design.v
export SDC_FILE = /design/flow/constraint.sdc
export NUM_CORES = 4
export LEC_CHECK = 1
export CORE_AREA = 10 10 70 70
export DIE_AREA = 0 0 80 80
$ cat flow/design.v
`timescale 1 ns/1 ns
module CodeDetector(S, R, G, B, U, Clk, Rst);
    input S, R, G, B;
    output reg U;
    input Clk, Rst;
    parameter S_Wait = 3'b000,
              S_Start = 3'b001,
              S_Red1 = 3'b010,
              S_Blue = 3'b011,
              S_Green = 3'b100,
              S_Red2 = 3'b101;
    reg [2:0] State, StateNext;
    always @(posedge Clk) begin
        if (Rst == 1)
            State <= S_Wait;
        else
            State <= StateNext;
    end
    always @(State, S, R, G, B) begin
        U = 0;
        case (State)
            S_Wait : begin
                if (S == 1)
                    StateNext <= S_Start;
                else
                    StateNext <= S_Wait;
            end
            S_Start : begin
                if ((R&~B&~G) == 1)
                    StateNext <= S_Red1;
                else if ((B|G) == 1)
                    StateNext <= S_Wait;
                else
                    StateNext <= S_Start;
            end
            S_Red1 : begin
                if ((~R&B&~G) == 1)
                    StateNext <= S_Blue;
                else if ((R|G) == 1)
                    StateNext <= S_Wait;
                else
                    StateNext <= S_Red1;
            end
            S_Blue : begin
                if ((~R&~B&G) == 1)
                    StateNext <= S_Green;
                else if ((R|B) == 1)
                    StateNext <= S_Wait;
                else
                    StateNext <= S_Blue;
            end
            S_Green : begin
                if ((R&~B&~G) == 1)
                    StateNext <= S_Red2;
                else if ((B|G) == 1)
                    StateNext <= S_Wait;
                else
                    StateNext <= S_Green;
            end
            S_Red2 : begin
                U <= 1;
                StateNext <= S_Wait;
            end
            default : begin
                StateNext <= S_Wait;
            end
        endcase
    end
endmodule
$ cat flow/constraint.sdc
current_design CodeDetector

set clk_period 1.3
set clk_io_pct 0.2

create_clock -name clk0 -period $clk_period [get_ports {Clk}]

set non_clock_inputs [all_inputs -no_clocks]
set_input_delay [expr $clk_period * $clk_io_pct] -clock clk0 $non_clock_inputs
set_output_delay [expr $clk_period * $clk_io_pct] -clock clk0 [all_outputs]
==> impl_metrics.csv <==
group,metric,value,unit
outcome,status,"complete, no violations",
final_timing,period_needed,1110,ps
drt,drt_iter0_drc,9,
worst_setup_path,endpoint_kind,"flip-flop",
die,initCoreUtil,7.44,%
die,num_rows,21,
layout,largest_register_ffs,6,
synth,yosys_warnings,1,
synth,ys_ff,6,
synth,synth.avg_cell_area,10.2,um2
power_and_ir_drop,p_leak,0.149,nW
drt,ant_nets,0,
clock_network,clock-sinks,6,
die,fp.dieArea,6400,um2
drt,detail_route.first_pass.iterations,4,
layout,final_cells,80,
drt,via_count,235,
placement,place_ws,-45.1,ps
layout,n_fill_cell,396,
final_timing,slew-limit-headroom,79.7,%
placement,io_buffers,6,
worst_setup_path,critPathMaxFanout,7,
power_and_ir_drop,p_int,318,uW
clock_network,root_buffer,"clkbuf_4",
die,die_h,80,um
worst_setup_path,cp.buffers_inverters,1,
worst_setup_path,path_cells,"clkdlybuf4s50_1, a211oi_1, nand4_1",
clock_network,cts-hold-fix-buffers,0,
final_timing,worst_pin_slew,303,ps
clock_network,htree_levels,1,
worst_setup_path,setup.worst_path.class,"primary input to flip-flop",
run,max_cap_viol_count,0,
placement,dp_cells,76,
global_route,grt_max_degree,8,
synth,syn_area,254,um2
synth,yosys-stat-cells,25,
global_route,antenna_found_initial,0,
placement,gp_congestion,0.884,
power_and_ir_drop,power.density,1020,nW/um2
layout,final_layout_size_suffix_gt1_share,20.6,%
final_timing,fmax,905,MHz
worst_setup_path,critPathMaxStageDelay,560,ps
worst_setup_path,critPathTopFamily,"buffers and inverters",
layout,biggestRegsByFlops,"State (6)",
global_route,grt_pass1_wl,890,um
clock_network,clk_pin_slew,40,ps
drt,antenna_cells,0,
global_route,grt_pass1_vias,224,
final_timing,final.setup_skew,2.37,ps
final_timing,setup_ws,194,ps
drt,wirelength,635,um
global_route,grt_overflow_total,0,
final_timing,drv_slew,0,
die,core,3420,um2
final_timing,setup_viol,0,
worst_setup_path,crit_arrival,1220,ps
final_timing,finalSetupTns,0,ps
final_timing,hold_viol,0,
power_and_ir_drop,p_comb_share,10.6,%
clock_network,cts_max_path_buffers,2,
drt,wl_per_cell,7.94,um
worst_setup_path,slowest_stage,"clkdlybuf4s50_1",
final_timing,rsz0062_at_grt,"no",
run,warnings,25,
synth,ys_area,254,um2
drt,viasPerCell,2.94,
power_and_ir_drop,p_seq_share,47.8,%
clock_network,cts_buffers,3,
worst_setup_path,worstPathRequired,1410,ps
synth,syn_inst,25,
drt,drcViolationCount,0,
clock_network,tritoncts,"done",
power_and_ir_drop,p_sw,86.3,uW
layout,syn_to_final_growth,56.7,%
worst_setup_path,cp-start-kind,"primary input",
die,ioPinCount,7,
global_route,grtUsageTotal,1.69,%
layout,final_util,11.6,%
power_and_ir_drop,ir_worst_vdd,0.167,mV
synth,synth.distinct_cells,14,
power_and_ir_drop,p_sw_share,21.4,%
die,die_x,80,um
clock_network,clk_latency,240,ps
layout,largest_register,"State",
final_timing,finalCritPeriodShare,85.0,%
synth,postSynthSeqShare,47.3,%
hold_path,min_path_type,"flip-flop to flip-flop",
power_and_ir_drop,pwr-share-clk,41.6,%
## cells by family (layout without fill, tap and decap cells)
logic type	count (synthesis)	in the layout	share of synthesized area, %
simple gates	8	8	21.2
flops	6	6	47.3
compound gates	5	5	12.3
mux	3	3	11.8
buf+inv	3	12	7.39
## metal layers
layer	routed length [um]	track usage, %	part of all wire (%)
met2	335	3.05	53
met5	0	0	0
met1	269	1.53	42
met3	14	0.568	2.2
met4	15	1.23	2.4
## tightest hold or removal path: stages, from the launching register on
cell     delay [ps]
dfxtp_1         320
nand2_1          60
nor4_1           40
## placed cells by master (no fill, tap or decap)
master and n:
a211oi_1 1, a21oi_1 1, a22oi_1 1, buf_4 2, clkbuf_4 3, clkdlybuf4s50_1 5, dfxtp_1 5, dfxtp_2 1
dlymetal6s2s_1 1, inv_1 1, mux2i_1 3, nand2_1 1, nand4_1 1, nor2_1 1, nor4_1 4, nor4b_2 1
o21ai_0 1, o22ai_1 1
## metrics by stage
| step | total power, mW | hold WS (ps) | instance area [um2] |
|---|---|---|---|
| global route | 0.423 | 475 | 398 |
| CTS | 0.414 | 453 | 395 |
| finish | 0.404 | 453 | 398 |
| floorplan | 0.216 | 332 | 254 |
| global placement | 0.238 | 455 | 364 |
| detailed placement | 0.239 | 457 | 364 |
## final cells by class
class / count / area [um2] / area share (%)
Multi-Input combinational cell: 16 / 115 / 28.9
Clock buffer: 3 / 22.5 / 5.66
Inverter: 1 / 3.75 / 0.943
Sequential cell: 6 / 121 / 30.5
Tap cell: 46 / 57.6 / 14.5
Timing Repair Buffer: 8 / 77.6 / 19.5
## path summary, 6_finish.rpt
kind	startpoint	endpoint	slack, ps	cells after the start
setup / recovery	B	State[0]	190	3
hold / removal	State[1]	State[4]	450	2
hold reg to reg	State[1]	State[4]	450	2
setup reg to reg	State[4]	State[0]	450	3
## cell usage after synthesis
cell	n	area (um2)
dfxtp_1	6	120
nor4_1	4	25.0
mux2i_1	3	30.0
buf_4	2	15.0
a211oi_1	1	7.51
a21oi_1	1	5.00
a22oi_1	1	7.51
inv_1	1	3.75
nand2_1	1	3.75
nand4_1	1	6.26
nor2_1	1	3.75
nor4b_2	1	15.0
o21ai_0	1	5.00
o22ai_1	1	6.26
## what timing repair did
item	CTS	global route
setup buffers	1	0
setup endpoints to repair	1	1
gates resized	1	1
## power groups by stage
| stage | Clock, mW | Sequential [mW] | Combinational (mW) |
|---|---|---|---|
| after global routing | 0.185 | 0.193 | 0.0450 |
| after CTS | 0.178 | 0.193 | 0.0430 |
| final | 0.168 | 0.193 | 0.0430 |
Power figures rest on the tool's default switching activity, not on a simulated workload.
